<file path="design/flow/run.sh">
#!/bin/bash
# OpenROAD 26Q1-2900-gdf79404cd8, Yosys 0.63+post, stock flow scripts
make -C /OpenROAD-flow-scripts/flow DESIGN_CONFIG=/design/flow/config.mk WORK_HOME=/design/flow/orfs finish
</file>
<file path="design/flow/config.mk">
export PLATFORM = sky130hd
export DESIGN_NAME = WireToReg
export DESIGN_NICKNAME = WireToReg
export VERILOG_FILES = /design/flow/design.v
export SDC_FILE = /design/flow/constraint.sdc
export NUM_CORES = 4
export LEC_CHECK = 1
export CORE_AREA = 10 10 86 86
export DIE_AREA = 0 0 96 96
</file>
<file path="design/flow/constraint.sdc">
current_design WireToReg

set clk_period 1.0
set clk_io_pct 0.2

create_clock -name clk0 -period $clk_period [get_ports {CLK}]

set non_clock_inputs [all_inputs -no_clocks]
set_input_delay [expr $clk_period * $clk_io_pct] -clock clk0 $non_clock_inputs
set_output_delay [expr $clk_period * $clk_io_pct] -clock clk0 [all_outputs]
</file>
<file path="design/flow/design.v">
`timescale 1ns / 1ps
module WireToReg(
	 input CLK,
	 input Enable,
	 input [31:0] in,
	 output reg[31:0] out
    );
	initial
	 begin
		out = 0;
	 end
	always@(posedge CLK)
	 begin
		out = Enable ? in : out;
	 end
endmodule
</file>
==> CHANGELOG.md <==
### Implementation results

* Comb gates at 0
* Minimum clock period at 972 ps
* Delay-heaviest family, CP: flip-flops
* Unique cell types at 1
* # setup viols final at 0
* Antenna cells at 0
* Sw Ratio at 18.7%
* Routed via count at 584
* Overflow after GRT at 0
* Wire length of the first global-routing pass at 3830 um
* Max VDD drop at 0.000436 V
* CP bufs+invs at 1
* Seq cells post-synth at 32
* I/O Pins at 66
* P_sw at 0.522 mW
* Drt pass-1 iters at 3
* Comb gate area at 0 um2
* Layout cells sized above 1 at 36.4%
* Register area at 961 um2
* DRC Markers at 0
* Crit end category: output port
* Number of global-route vias before repair at 671
* I/O Buffers at 65
* Ys cells at 32
* CTS Hold Bufs at 0
* Slowest-stage cell, CP: edfxtp_1
* Clock buffer depth at 2
* RSZ-0062 raised after global routing: true
* Kind of critical path: register to output port
* Netlist Area Pre-Place at 961 um2
* Register share after synthesis at 100%
* Clk pwr share at 33.1%
* F_max at 1030 MHz
* Synthesized area per cell at 30.0 um2
* Max reg flops at 32
* Hold Violations, Final at 0
* Area delta synth->final at 73.2%
* Die Area at 9220 um2
* Hold path start: Enable
* Slew HR at 85.2%
* Filler cells at 571
* WL per Instance at 14.4 um
* Status: finished clean
* Vias per std cell at 3.26
* Final total power at 2.79 mW
* Cts bufs inserted at 5
* Startpoint type of the worst setup path: register
* Leakage at 0.636 nW
* CTS root buf: clkbuf_8
* Sequential Power Share at 57.9%
* CP Data Required Time at 800 ps
* GRT Total Usage at 5.67%
* Combinational power share at 9.0%
* Final period util at 97.2%
* Slowest Stage Delay on Critical Path at 360 ps
* CP Data Arrival Time at 770 ps
* Placer Congestion at 0.742
* DIE WIDTH at 96 um
* Worst-margin pin slew at 221 ps
* WL final at 2580 um
* TritonCTS clock tree: done
* Hold Path Class: input pin to register
* Crit Path Max Fanout at 1
* Num rows at 27
* Largest net degree at the start of global routing at 21
* YS warnings at 1
* Initial antenna violation count at 0
* Max-cap viol count at 0
* Core Footprint at 5540 um2
* Htree depth at 2
* Die Span Y at 96 um
* Tally of OpenROAD warnings at 26
* Sink Count at 32
* Synthesized instance count at 32
* Yosys chip area at 961 um2
* WHS at 422 ps
* Detail Placement HPWL at 2100 um
* Critical path origin: out[23]
* Cell Pwr Density at 1670 nW/um2
* Int Power at 2.26 mW
* Pre-Place Util at 17.3%
* Clk slew on worst S/H paths at 70 ps
* Iter 0 DRT Violations at 12
* Max-slew violations at 0
* Antenna-violating nets left at 0
* Crit path cell chain: buf_2
==> cells in the mapped netlist <==
cell | n | area share, %
edfxtp_1 | 32 | 100
==> repair_timing <==
item	CTS	global route
gates resized	99	1
endpoints found under the setup margin	32	24
setup buffers	0	0
==> through the flow <==
stage                     setup slack [ps]  instance area [um2]  utilization (%)  std cells  setup TNS (ps)
after floorplan                        501                  961                -         32               0
after global placement                -278                 1740             31.4        171           -8410
after detailed placement              -290                 1740             31.4        171           -8810
after CTS                            0.252                 1660             30.0        179               0
after global routing                 -21.8                 1660             30.0        179            -219
final                                 27.7                 1660             30.0        179               0
==> layout make-up <==
class / count / area share [%]
sequential: 32 / 57.7
timing repair buffer: 67 / 32.0
clock inverter: 1 / 0.226
clock buffer: 7 / 4.59
tap: 72 / 5.41
==> metal layers <==
layer	share of wire [%]	wire [um]	up-vias	track usage, %
met2	46	1190	38	8.74
met1	38	992	265	6.54
met5	0	0	-	0
li1	-	-	276	-
met4	1.6	42	0	0.860
met3	14	352	5	3.93
==> placed cells by master (no fill, tap or decap) <==
cell type        synthesis  routed
clkdlybuf4s50_1          0      32
clkinv_1                 0       1
buf_2                    0      32
dlymetal6s2s_1           0       1
edfxtp_1                32      32
clkbuf_8                 0       5
buf_12                   0       2
clkbuf_1                 0       2
==> power groups by stage <==
stage,registers [mW],clock network (mW),logic [mW]
finish,1.61,0.922,0.250
CTS,1.62,0.985,0.261
global route,1.63,1.04,0.278
==> path summary, 6_finish.rpt <==
path | end | slack [ps] | depth (start not counted)
max | out[23] | 30 | 1
min | out[24] | 420 | 2
==> logic make-up (layout without fill, tap and decap cells) <==
logic type | Yosys count | count (layout) | share of synthesized area, %
flip-flops | 32 | 32 | 100
buffers and inverters | 0 | 75 | 0
No activity file was given, so power comes from the tool's default toggle rates.
